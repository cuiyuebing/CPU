File: ./config.mk
export PLATFORM = sky130hd
export DESIGN_NAME = ALUSrcB_mux
export DESIGN_NICKNAME = ALUSrcB_mux
export VERILOG_FILES = /design/flow/design.v
export SDC_FILE = /design/flow/constraint.sdc
export NUM_CORES = 4
export LEC_CHECK = 1
export CORE_AREA = 10 10 95 95
export DIE_AREA = 0 0 105 105
export SYNTH_HDL_FRONTEND = slang
File: ./constraint.sdc
current_design ALUSrcB_mux

set clk_period 1.0
set clk_io_pct 0.2

create_clock -name clk0 -period $clk_period

set non_clock_inputs [all_inputs -no_clocks]
set_input_delay [expr $clk_period * $clk_io_pct] -clock clk0 $non_clock_inputs
set_output_delay [expr $clk_period * $clk_io_pct] -clock clk0 [all_outputs]
File: ./design.v
`timescale 1ns / 1ps
module ALUSrcB_mux(
    input [1:0] s,
    input [31:0] i1,
    input [31:0] i2,
    input [31:0] i3,
    input [31:0] i4,
    output reg [31:0] o
    );
    always@(*)
      begin
        case (s)
          2'b00: o = i1;
          2'b01: o = i2;
          2'b10: o = i3;
          2'b11: o = i4;
        endcase
      end
endmodule
File: ./run.sh
#!/bin/bash
# OpenROAD 26Q1-2900-gdf79404cd8, Yosys 0.63+post, stock flow scripts
make -C /OpenROAD-flow-scripts/flow DESIGN_CONFIG=/design/flow/config.mk WORK_HOME=/design/flow/orfs finish
==> results.py <==
# Generated from Yosys and OpenROAD reports
metrics = {
    "job": {
        "warnings": 35,
        "cap_violations": 0,
    },
    "min_path": {
        "hold_depth": 3,
        "hold_start": "i1[12]",
        "hold_path_class": "in2out",
    },
    "power_and_ir_drop": {
        "power.leakage_uw": 0.00112,
        "powerDensity_mw_per_mm2": 363,
        "ir_drop_v": 0.000135,
    },
    "final_layout": {
        "fill_cells": 763,
        "register_area_sq_um": 0,
        "stdcell_area_sq_mm": 0.00237,
        "clkbuf_count": 0,
        "syn2layout_area_growth_pct": 191,
        "seq_cells": 0,
        "drive_gt1_share_pct": 37.3,
    },
    "global_routing": {
        "met1_usage_pct": 14.5,
        "antenna_found_initial": 1,
        "track_usage_pct": 11.3,
        "gr-total-overflow": 0,
        "gr-max-usage-layer": "met2",
        "grt_use_met3_pct": 5.03,
        "grt_pass1_vias": 1510,
        "grt_pass1_wl_mm": 9.48,
        "grt_max_degree": 15,
        "grt_use_met2_pct": 18.3,
    },
    "routing": {
        "via_per_inst": 4.18,
        "wire_per_inst_microns": 21.8,
        "vias": 1257,
        "firstDrtPassIters": 2,
        "ant_nets": 0,
        "drt_iter0_drc": 20,
        "drc_errors": 0,
        "drt-total-wl_mm": 6.57,
    },
    "synth": {
        "yosysMostFrequentCell": "mux4_2",
        "synth.area.top_cells": "mux4_2 83%, buf_12 7.4%, mux4_1 6.5%",
        "postSynthCellCount": 39,
        "ys_warn_count": 0,
        "synth_top_cell_by_area": "mux4_2",
        "yosys.cell_types.count": 5,
        "netlist_area_sq_um": 815,
        "synth-cells-yosys": 39,
        "yosysSeqAreaShare_pct": 0,
        "yosys-top-cells-count": "30 x mux4_2, 3 x buf_12, 3 x buf_2, 2 x mux4_1, 1 x buf_6",
        "top_area_share_pct": 82.9,
        "yosysChipArea_sq_um": 815,
        "avgSynthCellArea_sq_um": 20.9,
    },
    "floorplan": {
        "core_area_sq_mm": 0.00691,
        "die_x_microns": 105,
        "fp-row-count": 30,
        "die_h_microns": 105,
        "ios": 162,
        "chipArea_sq_mm": 0.0110,
        "fp_util_pct": 11.8,
    },
    "clock_network": {
        "cts.hold.buffers_added": 0,
    },
    "placement": {
        "routabilityCongestion": 0.777,
        "hpwlAfterDp_mm": 5.59,
        "post_dp_cell_area_sq_mm": 0.00253,
        "place_ws_ns": -0.957,
        "numPortBuffers": 162,
    },
    "worst_setup_path": {
        "crit_family": "multiplexers",
        "crit_buf_inv": 3,
        "cpMaxStageDelayCell": "mux4_2",
        "critical_path_cell_count": 4,
        "path_max_fanout": 7,
        "worstPathArrival_ns": 1.12,
        "end_kind": "output port",
        "required_ns": 0.80,
        "worstPathCellList": "buf_16, buf_12, mux4_2, buf_2",
        "start_kind": "input port",
        "crit_type": "in2out",
        "cpPeakStageDelay_ns": 0.51,
        "crit_start": "s[0]",
    },
    "sta": {
        "relSlewSlack_pct": 87.4,
        "slew_viol_final": 0,
        "finalClockPeriodUsage_pct": 132,
        "worstMarginPinSlew_ns": 0.189,
        "rsz0062_at_grt": "yes",
        "fmax_ghz": 0.755,
        "finalSetupViolCount": 32,
        "setup_ws_ns": -0.325,
        "hold_slack_ns": 0.884,
        "hold_viol_final": 0,
        "period_minus_slack_ns": 1.32,
    },
    "run_status": {
        "violations": "setup timing",
        "status": "complete, but fails checks",
    },
}
## layer usage
metal / wire [microns] / part of all wire (%)
met3: 807 / 12
met2: 2930 / 45
met5: 0 / 0
met1: 2800 / 43
met4: 21 / 0.32
## cell type report
| class | count | area [sq um] | area share [%] |
|---|---|---|---|
| timing repair buffer | 172 | 1530 | 64.4 |
| antenna | 1 | 2.50 | 0.106 |
| tap | 96 | 120 | 5.07 |
| multi-input combinational | 32 | 721 | 30.4 |
## through the flow
stage	util (%)	std cells	power [uW]	setup TNS, ns
detailed placement	36.6	295	1090	-28.72
finish	34.3	301	862	-9.43
floorplan	-	39	287	-2.75
global placement	36.6	295	1090	-28.55
global route	34.3	301	932	-10.62
CTS	33.9	299	865	-9.65
## cell usage in the layout, fill, tap and decap left out
cell,n
buf_12,3
buf_16,5
buf_2,33
buf_4,1
buf_6,1
clkbuf_16,1
diode_2,1
dlygate4sd2_1,128
mux4_2,32
## power by group
part / total [uW] / internal, uW / switching [uW]
sequential: 0 / 0 / 0
clock: 0.000134 / 0.000134 / 0
combinational: 862 / 628 / 233
total: 862 / 628 / 233
## logic make-up (layout without fill, tap and decap cells)
kind of cell | Yosys count | count (layout) | synth area share, %
mux | 32 | 32 | 89.4
buf+inv | 7 | 172 | 10.6
other cells | 0 | 1 | 0
## timing repair
item,CTS,global route
hold endpoints to repair,0,0
resized,247,0
pin swaps,0,0
endpoints found under the setup margin,32,32
cloned,4,1
buffers inserted,0,0
## worst paths after layout
check	to	slack, ns
worst max-delay path	o[10]	-0.32
worst min-delay path	o[12]	0.88
Power and IR drop assume default switching activity.
