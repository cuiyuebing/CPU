File: flow/run.sh
#!/bin/bash
# OpenROAD 26Q1-2900-gdf79404cd8, Yosys 0.63+post, stock flow scripts
make -C /OpenROAD-flow-scripts/flow DESIGN_CONFIG=/design/flow/config.mk WORK_HOME=/design/flow/orfs finish
File: flow/config.mk
export PLATFORM = sky130hd
export DESIGN_NAME = Register_File
export DESIGN_NICKNAME = Register_File
export VERILOG_FILES = /design/flow/design.v
export SDC_FILE = /design/flow/constraint.sdc
export NUM_CORES = 4
export LEC_CHECK = 1
export CORE_UTILIZATION = 50
export SYNTH_HDL_FRONTEND = slang
File: flow/constraint.sdc
current_design Register_File

set clk_period 6.0
set clk_io_pct 0.2

create_clock -name clk0 -period $clk_period [get_ports {clk}]

set non_clock_inputs [all_inputs -no_clocks]
set_input_delay [expr $clk_period * $clk_io_pct] -clock clk0 $non_clock_inputs
set_output_delay [expr $clk_period * $clk_io_pct] -clock clk0 [all_outputs]
File: flow/design.v
`timescale 1ns / 1ps
module Register_File(
  input clk,
  input we3,
  input [4:0] ra1, ra2, wa3,
  input [31:0] wd3,
  output [31:0] rd1, rd2
);
reg [31:0] rf [31:0];
always @(posedge clk)
  begin
    if(we3) rf[wa3] <= wd3;
  end
    assign rd1 = (ra1 != 0) ? rf[ra1] : 0;
    assign rd2 = (ra2 != 0) ? rf[ra2] : 0;
endmodule
==> notes.md <==
yosys + openroad results -> result of the run=finished clean, combined area of the multi-input logic cells=0.0154 mm2, global-route usage over all layers=0.364, largest incremental delay on the critical path=730 ps, crit path kind=input port to output pin, maximum clock insertion buffer count=3, data required time at the worst endpoint=4800 ps, First-pass DRT Iterations=5, hold violation total from the final report=0, initial antenna violation count=6, Pwr Density=297 mW/mm2, I/O Buffers=112, number of distinct library cells after synthesis=40, kind of start point of the critical path=input port, number of global-route vias before repair=30,400, # setup viols final=0, portion of the clock cycle consumed by the worst path in the final layout=0.976, die height=308 um, Commonest Layout Cell=edfxtp_1, Slowest cell on crit path=or3_2, DRC=0, hold worst-path end=rf[24][15], post-layout utilization of the core=0.583, share of total power consumed by net switching=0.226, mean instance size in the synthesized netlist=19.6 um2, die footprint=0.0952 mm2, detailed-route vias per instance=6.77, area of the core region=0.0932 mm2, number of cells on the critical path=9, final HPWL from detailed placement=94.9 mm, Yosys top cell by area=edfxtp_1, number of hold buffers added after cts=0, achievable frequency=171 MHz, measured slew at the worst slew-check pin=between 1000 and 1500 ps, most frequent cells in the layout=1,024 x edfxtp_1, 425 x mux4_2, 183 x mux2i_1, 175 x buf_4, 108 x clkbuf_16, chip area line of the yosys report=about 0.047 mm2, Layout Cell Area excl Fill=around 0.054 mm2, area used by sequential logic in the layout=between 0.03 and 0.04 mm2, static power due to leakage=17.6 nW, Max-area cell share=0.655, wire length of the first global-routing pass=213 mm, pre-CTS setup slack=19.2 ps, crit path setup slack, layout=147 ps, CTS tree=yes, register ranked first by flip-flop count=rf, number of flip-flops under the largest register name=1,024, Root Buffer=clkbuf_16, Yosys warning total=0, clock share of power=0.411, worst path bufs/invs=5, kind of capture point of the worst setup path=output pin, peak supply drop=0.000244 V, IO Pins=113, wire length per cell after detailed routing=~38 um, Maximum Capacitance Violations=0, Num CTS Buffers=about 110, crit path max fanout=24, Max H-tree Level=3, worst hold path stage count=2, power share of the combinational group=0.094, worst hold path class=input port to flop, Synth Flop Type=edfxtp_1, total number of placement rows=112, Routed WL=150 mm, main area contributors after synthesis=edfxtp_1 65%, mux4_2 20%, mux2i_1 3.9%, a22o_1 1.2%, clkbuf_1 0.83%, number of clock sinks=around 1,000, Slew Viols, Final=0, sequential area share after synthesis=0.655, register bit total from synthesis=1,024, Layout area overhead=15.7%, Horiz. Die Dim=approximately 300 um, series of cell instances along the critical path=clkdlybuf4s50_1, or3_2, buf_12, buf_4, o22ai_1, a2111oi_0, nor3_2, buf_4, clkdlybuf4s50_1, total number of warnings across the stage logs=26, post-synthesis async set-or-reset flop share=0, initial detailed-routing violation count=1,797, internal power=between 0.01 and 0.015 W, biggest regs=rf x1024, cell type group with the largest total delay on the critical path=buffers and inverters, aggregate negative setup slack=0 ps, Worst Min Path Start=wd3[15], layout filler cell count=6,653, worst rel slew slack=0.301, remaining global-route overflow=0, vias=26,900, remaining antenna violation count after routing=0, clock period minus final worst setup slack=5850 ps, cells in synth_stat.txt=2,400, flip-flops with a built-in enable=1,024, Cell Area, Synth=roughly 0.047 mm2, share of final-layout standard cells stronger than drive strength 1=0.308, routability congestion estimate=0.954, setup repair after global routing missed its margin=false, instance count of the mapped netlist=2,400, clock slew at reported path FFs=60 ps, share of the core filled by cells before placement=0.504, Final Hold Slack=1330 ps, standard cell area after detailed placement=0.0508 mm2, arrival time reported for the critical path endpoint=4650 ps, pin count of the biggest net entering global routing=52, relative contribution of sequential cells to total power=0.495, switching pwr=~0.0036 W
[Yosys cell counts (3+ instances only)]
| library cell | instances |
|---|---|
| buf_2 | 58 |
| clkbuf_1 | 104 |
| inv_1 | 25 |
| nand2_1 | 65 |
| nor2b_1 | 8 |
| a211oi_1 | 47 |
| buf_6 | 12 |
| nor4_1 | 9 |
| o221ai_1 | 31 |
| and2_1 | 13 |
| or3b_2 | 3 |
| a221oi_1 | 23 |
| edfxtp_1 | 1024 |
| a32o_1 | 9 |
| mux4_2 | 425 |
| mux2_1 | 19 |
| o22ai_1 | 55 |
| a211o_1 | 23 |
| nor2_1 | 35 |
| mux2_2 | 5 |
| nand2b_1 | 3 |
| mux2i_1 | 183 |
| a22o_1 | 62 |
| buf_1 | 7 |
| nand3b_1 | 7 |
| buf_4 | 20 |
| a21oi_1 | 46 |
| a2111oi_0 | 31 |
| nor3_1 | 32 |
| nand3_1 | 4 |
[per-layer routing]
| layer | global-route usage | up-vias | share of wire |
|---|---|---|---|
| met3 | 0.326 | 333 | 0.21 |
| met1 | 0.433 | 13400 | 0.30 |
| met5 | 0.0863 | - | 0.0078 |
| met2 | 0.491 | 2199 | 0.45 |
| li1 | - | 10900 | - |
| met4 | 0.102 | 35 | 0.037 |
[how the worst max path moves through the flow]
stage / startpoint / endpoint / slack (ps)
5_1_grt: ra2[3] / rd2[10] / 110
4_1_cts: ra2[3] / rd2[1] / 9
6_report: ra2[3] / rd2[5] / 150
[power groups by stage]
stage	clock (W)	sequential [W]	combinational (W)
finish	0.00663	0.00800	0.00153
global route	0.00695	0.00800	0.00161
CTS	0.00671	0.00800	0.00151
[per-stage QoR]
| stage | std cells | power, W |
|---|---|---|
| global placement | 3767 | 0.00963 |
| floorplan | 2400 | 0.00890 |
| finish | 3966 | 0.0162 |
| CTS | 3964 | 0.0162 |
| detailed placement | 3767 | 0.00965 |
| global route | 3966 | 0.0166 |
[cell type report]
type,instances,area share
diodes,2,0.0000921
clock buffers,132,0.0514
clock inverters,65,0.0127
inverters,25,0.00177
multi-input cells,1150,0.284
flip-flops and latches,1024,0.566
well taps,1254,0.0289
repair buffers,314,0.0552
[what timing repair did]
| action | in CTS | in global routing |
|---|---|---|
| buffers inserted | 0 | 0 |
| gates resized | 0 | 6 |
| endpoints found under the setup margin | 0 | 6 |
[logic make-up (layout without fill, tap and decap cells)]
family,after synthesis,after routing,share of synthesized area
buf+inv,226,536,0.0231
other cells,0,2,0
simple gates,187,187,0.0194
compound gates,331,331,0.0541
mux,632,632,0.249
flops,1024,1024,0.655
No activity file was given, so power comes from the tool's default toggle rates.
